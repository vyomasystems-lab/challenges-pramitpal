[./run.sh]
#!/bin/bash
# OpenROAD 26Q1-2900-gdf79404cd8, Yosys 0.63+post, stock flow scripts
make -C /OpenROAD-flow-scripts/flow DESIGN_CONFIG=/design/flow/config.mk WORK_HOME=/design/flow/orfs finish
[./constraint.sdc]
current_design seq_detect_1011

set clk_period 1.4
set clk_io_pct 0.2

create_clock -name clk0 -period $clk_period [get_ports {clk}]

set non_clock_inputs [all_inputs -no_clocks]
set_input_delay [expr $clk_period * $clk_io_pct] -clock clk0 $non_clock_inputs
set_output_delay [expr $clk_period * $clk_io_pct] -clock clk0 [all_outputs]
[./design.v]
module seq_detect_1011(seq_seen, inp_bit, reset, clk);
  output seq_seen;
  input inp_bit;
  input reset;
  input clk;
  parameter IDLE = 0,
            SEQ_1 = 1, 
            SEQ_10 = 2,
            SEQ_101 = 3,
            SEQ_1011 = 4;
  reg [2:0] current_state, next_state;
  assign seq_seen = current_state == SEQ_1011 ? 1 : 0;
  always @(posedge clk)
  begin
    if(reset)
    begin
      current_state <= IDLE;
    end
    else
    begin
      current_state <= next_state;
    end
  end
  always @(inp_bit or current_state)
  begin
    case(current_state)
      IDLE:
      begin
        if(inp_bit == 1)
          next_state = SEQ_1;
        else
          next_state = IDLE;
      end
      SEQ_1:
      begin
        if(inp_bit == 1)
          next_state = IDLE;  
        else
          next_state = SEQ_10;
      end
      SEQ_10:
      begin
        if(inp_bit == 1)
          next_state = SEQ_101;
        else
          next_state = IDLE;
      end
      SEQ_101:
      begin
        if(inp_bit == 1)
          next_state = SEQ_1011;
        else
          next_state = IDLE; 
      end
      SEQ_1011:
      begin
        next_state = IDLE;  
      end
      default:
        next_state = IDLE;
    endcase
  end
endmodule
[./config.mk]
export PLATFORM = sky130hd
export DESIGN_NAME = seq_detect_1011
export DESIGN_NICKNAME = seq_detect_1011
export VERILOG_FILES = /design/flow/design.v
export SDC_FILE = /design/flow/constraint.sdc
export NUM_CORES = 4
export LEC_CHECK = 1
export CORE_AREA = 10 10 70 70
export DIE_AREA = 0 0 80 80
==> run notes <==
Entry: Yosys synthesis followed by OpenROAD place and route.

Synthesis:
- The run gives the synthesized instance count as 14.
- Of the total synthesized cell area, the portion taken by AND, OR, NAND and NOR gates is 0.354.
- The run gives the register bit total from synthesis as 5.
- The run gives the post-synthesis cell type with the largest combined area as dfxtp_1.
- The synthesis report lists the Yosys warning total as 1.
- The run puts the sequential-to-total area share from yosys stat at 0.615.
- In this run, the synthesized area fraction spent on xor and xnor cells is recorded as 0.
- In this run, the synthesized area fraction spent on AND-OR/OR-AND gates is recorded as 0.0308.
- After synthesis, the largest family of logic cells by area is simple AND/OR/NAND/NOR gates.
- After synthesis, the mean cell area works out to approximately 12 um^2.
- Of the total synthesized cell area, the portion taken by full adders, half adders and majority gates is 0.
- The run puts the fraction of post-synthesis cell area in the top cell type by area at 0.615.
- The run gives the combined area of all synthesized cells as ~160 um^2.
- The synthesis report lists the most area-consuming cells as dfxtp_1 (62%), and2_1 (12%), nor4_2 (7.7%).
- The run puts the share of synthesized area spent on multiplexers at 0.
- The run gives the number of unique standard cell types used by synthesis as 8.
- The run puts the chip area line of the yosys report at 163 um^2.
- Per the Yosys statistics, synthesis produced 14 cells.

Run status:
- The run finished with clean final reports.

Pwr:
- The share of total power dissipated in combinational logic is 0.053.
- The run gives the total power consumption of the routed design as about 0.33 mW.
- The run puts the leakage power total at 0.0866 nW.
- The run gives the internal power consumption as ~0.27 mW.
- Switching power as a fraction of the total was reported as 0.204.
- The report lists the power per cell area as 1210 nW/um^2.
- The power report puts the net switching power at 0.0683 mW.
- The share of total power dissipated in the clock network is 0.499.
- The run puts the sequential group share of total power at 0.449.
- The run gives the maximum vdd drop as between 100 and 150 uV.

Finish:
- The run puts the filler-free cell count of the finished design at approximately 67.
- For the completed layout, the total cell area is recorded as approximately 280 um^2.
- The registers reported with the highest flop counts are current_state x5.
- The run gives the fraction of final layout cells with drive strength greater than 1 as 0.238.
- The run puts the footprint of the flip-flops and latches at about 100 um^2.
- For this run, the share of the core covered by cells in the final layout is 0.0810.
- The run puts the filler cell count in the final layout at 401.
- The run gives the multi-input gate area in the final layout as 62.6 um^2.
- The run gives the post-synthesis to final-layout area growth as 70.0%.
- The run gives the number of flip-flops in the largest register as 5.
- Ranked by flip-flop count, first place goes to current_state.

Job:
- The run gives the number of max-cap violations as 0.
- The run gives the number of logged tool warnings as 25.

GRT:
- Total global-route track usage over all layers is 0.0139.
- The run gives the global route total overflow as 0.
- The run gives the first-pass GRT wire length as roughly 610 um.
- Entering global routing, the biggest net connects 5 pins.
- The run gives the number of global-route vias before repair as 134.
- The run puts the number of antenna violations at the first check in global routing at 0.

Routing:
- The run gives the post-detailed-route wirelength per cell as a little under 5 um.
- Per the detail_route report, inserted antenna diodes total 0.
- The run puts the aggregate routed wire length at 333 um.
- The run gives the via count normalized by instance count as 1.79.
- The run puts the vias after detailed routing at 120.
- The run puts the number of iterations in the first detailed-routing pass at 1.
- The run gives the DRC violations left as 0.
- The detail route stage leaves a number of antenna-violating nets equal to 0.
- The run gives the iteration-0 DRC count of the detailed router as 0.

CTS:
- In this run the number of H-tree levels came out at 1.
- The run gives the clock latency of the later-clocked register in the worst-skew pair as 0.24 ns.
- The run puts the count of cells resized by post-cts repair at 0.
- The run puts the clock slew seen by the registers of the worst setup and hold paths at 0.04 ns.
- The number of setup buffers added after CTS is 0.
- The run gives the cell at the root of the clock tree as clkbuf_4.
- The run gives the number of hold buffers added after cts as 0.
- The run gives the total CTS buffers as 3.
- TritonCTS built the clock tree.
- The run gives the CTS sink count as 5.
- Counting along the longest clock path gives a buffer depth of 2.

Timing:
- Per the timing report, the achievable frequency comes out to 0.769 GHz.
- The run gives the period utilization as 0.929.
- Setup repair after global routing left no endpoint under its margin.
- The run gives the worst-case hold slack as 0.470 ns.
- In the final report, the number of hold violations comes to 0.
- The run puts the setup TNS after final layout at 0 ns.
- In the final run the clock tree shows a worst skew of 0.00323 ns.
- The run puts the transition time of the tightest slew-check pin at 0.204 ns.
- The run gives the worst path setup slack after routing as 0.0997 ns.
- The run puts the tightest slew margin relative to the limit at 0.863.
- The run gives the final critical delay including setup and external delays as 1.30 ns.
- Per the finish-stage timing summary, setup violations number 0.
- The run puts the final tally of max-slew violations at 0.

Placed design:
- The run gives the global placer's final weighted congestion as 0.677.
- The run puts the cell area after placement at around 250 um^2.
- The run puts the number of port buffers at 3.
- The run puts the half-perimeter wire length after detailed placement at 247 um.
- OpenSTA, run right after detailed placement, puts the worst setup slack at around 0.11 ns.
- The run puts the number of placed instances with taps included at roughly 63.

Setup path:
- The report lists the cells along the critical path as clkdlybuf4s50_1.
- Together, buffers and inverters on the worst path number 1.
- The run gives the worst endpoint required time as about 1.1 ns.
- The setup path with the least slack is of type reg2out.
- The run gives the family with the most delay on the worst path as buffers and inverters.
- The run gives the slowest cell on the critical path as clkdlybuf4s50_1.
- The run gives the top fanout value on the critical path as 2.
- The run puts the arrival time at the worst endpoint at 1.02 ns.
- The worst setup path is captured at an output port.
- The run puts the maximum cell stage delay along the critical path at 0.46 ns.
- STA classifies the critical path startpoint as a flop.

Floorplanning:
- The run gives the floorplan utilization as 0.0476.
- The run gives the total core area as 3420 um^2.
- The die is around 80 um wide.
- The run puts the total die area at 6400 um^2.
- The run puts the number of I/O pins at 4.
- The run gives the number of rows in the core area as 21.
- According to the floorplan report, the die height is approximately 80 um.

Hold path:
- The run gives the worst min-delay path class as reg2reg.
power groups by stage:
stage     registers (mW)  logic (mW)  clock network (mW)
5_1_grt            0.151      0.0200               0.187
6_report           0.150      0.0176               0.167
4_1_cts            0.150      0.0177               0.173
per-layer routing:
metal  global-route usage  vias to the layer above  part of all wire
li1                     -                       59                 -
met1               0.0120                       51              0.43
met2               0.0144                        7              0.25
met3               0.0239                        3              0.29
met4              0.00528                        0             0.030
met5                    0                        -                 0
cells by family (layout without fill, tap and decap cells):
logic type,after synthesis,in the layout
simple gates,8,8
flops,5,5
compound gates,1,1
buf+inv,0,7
area by class of cell:
cell class / count / area share
flip-flops and latches: 5 / 0.362
repair buffers: 3 / 0.109
multi-input cells: 9 / 0.226
well taps: 46 / 0.208
clock buffers: 4 / 0.0950
Yosys cell counts:
master   count
dfxtp_1      5
and2_1       3
nor2_1       1
nor2b_1      1
nor2b_2      1
nor3b_1      1
nor4_2       1
o21ai_1      1
layout by cell type (no fill, tap or decap), drive strengths merged:
cell / netlist / routed
nor2: 1 / 1
and2: 3 / 3
clkbuf: 0 / 4
dfxtp: 5 / 5
nor2b: 2 / 2
nor4: 1 / 1
clkdlybuf4s50: 0 / 3
nor3b: 1 / 1
o21ai: 1 / 1
path summary, 6_finish.rpt:
| kind | slack [ns] | startpoint | to | cells past startpoint |
|---|---|---|---|---|
| min reg2reg | 0.47 | current_state[0] | current_state[3] | 1 |
| max reg2reg | 0.62 | current_state[0] | current_state[0] | 2 |
| min | 0.47 | current_state[0] | current_state[3] | 1 |
| max | 0.1 | current_state[1] | seq_seen | 1 |
No activity file was given, so power comes from the tool's default toggle rates.
