### /design/flow/config.mk
export PLATFORM = sky130hd
export DESIGN_NAME = mux
export DESIGN_NICKNAME = mux
export VERILOG_FILES = /design/flow/design.v
export SDC_FILE = /design/flow/constraint.sdc
export NUM_CORES = 4
export LEC_CHECK = 1
export CORE_AREA = 10 10 72 72
export DIE_AREA = 0 0 82 82
### /design/flow/constraint.sdc
current_design mux

set clk_period 3.2
set clk_io_pct 0.2

create_clock -name clk0 -period $clk_period

set non_clock_inputs [all_inputs -no_clocks]
set_input_delay [expr $clk_period * $clk_io_pct] -clock clk0 $non_clock_inputs
set_output_delay [expr $clk_period * $clk_io_pct] -clock clk0 [all_outputs]
### /design/flow/design.v
module mux(sel,inp0, inp1, inp2, inp3, inp4, inp5, inp6, inp7, inp8, 
           inp9, inp10, inp11, inp12, inp13, inp14, inp15, inp16, inp17,
           inp18, inp19, inp20, inp21, inp22, inp23, inp24, inp25, inp26,
           inp27, inp28, inp29, inp30, out);
  input [4:0] sel;
  input [1:0] inp0, inp1, inp2, inp3, inp4, inp5, inp6,
            inp7, inp8, inp9, inp10, inp11, inp12, inp13, 
            inp14, inp15, inp16, inp17, inp18, inp19, inp20,
            inp21, inp22, inp23, inp24, inp25, inp26,
            inp27, inp28, inp29, inp30;
  output [1:0] out;
  reg [1:0] out;
  always @(sel or inp0  or inp1 or  inp2 or inp3 or inp4 or inp5 or inp6 or
            inp7 or inp8 or inp9 or inp10 or inp11 or inp12 or inp13 or 
            inp14 or inp15 or inp16 or inp17 or inp18 or inp19 or inp20 or
            inp21 or inp22 or inp23 or inp24 or inp25 or inp26 or inp27 or 
            inp28 or inp29 or inp30 )
  begin
    case(sel)
      5'b00000: out = inp0;  
      5'b00001: out = inp1;  
      5'b00010: out = inp2;  
      5'b00011: out = inp3;  
      5'b00100: out = inp4;  
      5'b00101: out = inp5;  
      5'b00110: out = inp6;  
      5'b00111: out = inp7;  
      5'b01000: out = inp8;  
      5'b01001: out = inp9;  
      5'b01010: out = inp10;
      5'b01011: out = inp11;
      5'b01101: out = inp12; 
      5'b01101: out = inp13;
      5'b01110: out = inp14;
      5'b01111: out = inp15;
      5'b10000: out = inp16;
      5'b10001: out = inp17;
      5'b10010: out = inp18;
      5'b10011: out = inp19;
      5'b10100: out = inp20;
      5'b10101: out = inp21;
      5'b10110: out = inp22;
      5'b10111: out = inp23;
      5'b11000: out = inp24;
      5'b11001: out = inp25;
      5'b11010: out = inp26;
      5'b11011: out = inp27;
      5'b11100: out = inp28;
      5'b11101: out = inp29;
      default: out = 0;
    endcase
  end
endmodule 
### /design/flow/run.sh
#!/bin/bash
# OpenROAD 26Q1-2900-gdf79404cd8, Yosys 0.63+post, stock flow scripts
make -C /OpenROAD-flow-scripts/flow DESIGN_CONFIG=/design/flow/config.mk WORK_HOME=/design/flow/orfs finish
==> impl_metrics.json <==
{
  "critPathLaunch": "inp4[0]",
  "finalCriticalPeriod_ps": 2980,
  "die_h_um": 82,
  "yosys_area_um2": 678,
  "path_cells": "clkdlybuf4s50_1, mux2_4, a22oi_1, or3_1, o2111ai_1, or4_1, clkbuf_2",
  "postLayoutCellArea_um2": 1590,
  "max_freq_mhz": 335,
  "antenna_found_initial": 0,
  "power_leakage_nw": 0.643,
  "die_w_um": 82,
  "wl_per_cell_um": 14.8,
  "n_clock_buffer": 0,
  "num_antenna_cells": 0,
  "initCoreUtil_pct": 18.4,
  "ir_drop_uv": 52.4,
  "hold_viol": 0,
  "core.rowCount": 22,
  "layout-drive-gt1-share_pct": 26.8,
  "synthDistinctLibCells": 37,
  "crit_required_ps": 2560,
  "tool_warnings": 37,
  "worst_pin_slew_ps": 351,
  "critPathMaxFanout": 1,
  "die_area_um2": 6720,
  "layout_top_cells": "clkdlybuf4s50_1 (58), buf_4 (26), nand3_1 (11), mux2_2 (7)",
  "tns_ps": 0,
  "critPathTopFamily": "simple AND/OR/NAND/NOR gates",
  "synthesis.area_um2": 678,
  "core_region_area_um2": 3690,
  "cpMaxStageDelayCell": "or4_1",
  "pin_count": 69,
  "worstHoldStart": "sel[4]",
  "yosys_cells": 95,
  "flops": 0,
  "hold_buffers": 0,
  "flow.area_growth_from_synthesis_pct": 134,
  "track_usage_pct": 9.33,
  "gr-total-overflow": 0,
  "path_buffers": 2,
  "ys_warn_count": 1,
  "relSlewSlack_pct": 76.0,
  "slowest_delay_ps": 540,
  "critPathArrivalTime_ps": 2340,
  "critPathKind": "input pin to output port",
  "avgSynthCellArea_um2": 7.14,
  "drcViolationCount": 0,
  "syn-instance-count": 95,
  "drt_first_pass_iters": 4,
  "fin_hold_ws_ps": 2040,
  "setup.worst_path.start_class": "input pin",
  "postSynthSeqShare_pct": 0,
  "gp_congestion": 0.847,
  "vias": 1087,
  "min_path_type": "input pin to output port",
  "cap_violations": 0,
  "timing.final.crit_share_pct": 93.3,
  "drt-total-wl_mm": 3.35,
  "setup_viol": 0,
  "io_buffers": 65,
  "layout_top_cell": "clkdlybuf4s50_1",
  "critPathCaptureType": "output port",
  "seqCellArea_um2": 0,
  "powerDensity_nw_per_um2": 116,
  "viasPerCell": 4.79,
  "grt_pass1_wl_mm": 5.18,
  "ant_nets": 0,
  "rsz0062_at_grt": "false",
  "grt_max_degree": 13,
  "drt_iter0_drc": 47,
  "dp.final_hpwl_mm": 2.78,
  "maxSlewViolCount": 0,
  "dpl-instance-area_um2": 1500,
  "grt_pass1_vias": 1146,
  "status": "complete, no violations"
}
-- final timing paths --
check	cells past startpoint	endpoint
max	7	out[0]
min	4	out[1]
-- layout make-up --
class              count  area, um^2
fillers              374        2100
inverters              2        7.51
multi-input cells     82         641
well taps             48        60.1
repair buffers        95         881
-- kinds of logic (layout without fill, tap and decap cells) --
kind of cell | after synthesis | count (layout) | share of synthesized area, %
compound gates | 20 | 20 | 20.7
buf+inv | 13 | 97 | 9.78
simple gates | 46 | 46 | 40.2
mux | 16 | 16 | 29.3
-- Yosys cell counts (all sizes together) (2+ instances only) --
master	instances	share of area [%]
nor3	5	3.7
buf	8	7.0
a31oi	5	4.6
nor3b	2	2.2
o21ai	2	1.5
mux2i	6	8.9
clkbuf	3	1.7
a22o	2	2.6
nand3b	3	3.3
inv	2	1.1
a22oi	2	2.2
or3	2	1.8
nand4	6	5.5
nand3	13	9.6
a21oi	3	2.2
nor2	2	1.1
mux2	8	14
nor2b	5	4.6
mux4	2	6.6
-- power by group --
group	total (mW)	leakage [nW]	internal [mW]	switching [mW]
Clock	0	0	0	0
Combinational	0.185	0.643	0.126	0.0591
Sequential	0	0	0	0
-- metrics by stage --
step | power (mW) | instances | setup WS (ps) | utilization, %
global placement | 0.176 | 219 | -389 | 40.5
finish | 0.185 | 227 | 216 | 43.1
detailed placement | 0.177 | 219 | -370 | 40.5
CTS | 0.177 | 221 | -71.9 | 41.0
global route | 0.200 | 227 | 78.9 | 43.1
floorplan | 0.0635 | 95 | 716 | -
-- layer usage --
layer	up-vias	global-route usage, %	part of all wire, %
met2	49	16.2	48
li1	551	-	-
met1	487	11.9	46
met4	0	0.340	0
met5	-	0	0
met3	0	2.42	6.2
-- timing repair --
action / CTS / global route
endpoints found under the setup margin: 2 / 2
setup buffers: 1 / 6
gates resized: 9 / 11
pin swaps: 2 / 7
gates cloned: 1 / 0
Power figures rest on the tool's default switching activity, not on a simulated workload.
